===== design/flow/run.sh =====
#!/bin/bash
# OpenROAD 26Q1-2900-gdf79404cd8, Yosys 0.63+post, stock flow scripts
make -C /OpenROAD-flow-scripts/flow DESIGN_CONFIG=/design/flow/config.mk WORK_HOME=/design/flow/orfs finish

===== design/flow/config.mk =====
export PLATFORM = sky130hd
export DESIGN_NAME = debouncer
export DESIGN_NICKNAME = debouncer
export VERILOG_FILES = /design/flow/design.v
export SDC_FILE = /design/flow/constraint.sdc
export NUM_CORES = 4
export LEC_CHECK = 1
export CORE_AREA = 10 10 70 70
export DIE_AREA = 0 0 80 80

===== design/flow/constraint.sdc =====
current_design debouncer

set clk_period 1.4
set clk_io_pct 0.2

create_clock -name clk0 -period $clk_period [get_ports {clk_1KHz}]

set non_clock_inputs [all_inputs -no_clocks]
set_input_delay [expr $clk_period * $clk_io_pct] -clock clk0 $non_clock_inputs
set_output_delay [expr $clk_period * $clk_io_pct] -clock clk0 [all_outputs]

===== design/flow/design.v =====
module debouncer 
(
	input wire noisy_input,
	input wire clk_1KHz,
	output logic debounced_output
);
	reg [7:0] debounce_shifter;
	always @ ( posedge clk_1KHz ) 
	begin
		debounce_shifter[7:0] <= { debounce_shifter[6:0], noisy_input };  
		if ( debounce_shifter[7:0] == 8'b00000000 )
		begin	
			debounced_output <= 1'b0;
		end
		else if (debounce_shifter[7:0] == 8'b11111111 )
		begin		
			debounced_output <= 1'b1;
		end		
	end
endmodule

==> impl_metrics.yaml <==
# flow metrics
run_status:
  outcome: "finished clean"
cells_and_area:
  area.sequential_um2: 181
  fill_cells: 411
  syn_to_final_growth_pct: 48.3
  comb_area_um2: 37.5
  drive_gt1_frac: 0.190
  fin_cells: 67
setup_path:
  slowest_delay_ns: 0.49
  startpoint_type: "flip-flop"
  cp.depth: 1
  arrival_ns: 1.07
  worstSetupStartpoint: "debounced_output"
  r2r_start: "debounce_shifter[0]"
  crit_slowest_cell: "clkdlybuf4s50_1"
  r2r_cells: 2
  cp_cell_sequence: "clkdlybuf4s50_1"
  reg2reg_to: "debounced_output"
  worst-setup-path-type: "flip-flop to output port"
  required_ns: 1.12
  cp_max_fo: 2
  cp_num_buf_inv: 1
  cp-endpoint: "debounced_output"
  cp_top_family: "buffers and inverters"
  r2r_slack_ns: 0.44
  critPathCaptureType: "output port"
yosys:
  yosysChipArea_um2: 218
  flop_cell: "dfxtp_1"
  post-synth-top-count-cell: "dfxtp_1"
  ys_top_cells_by_count: "9 x dfxtp_1, 2 x nand4_1, 2 x nor4_1"
  ys_types: 5
  synthArstFlopShare: 0
  syn_area_um2: 218
  yosys.area.top_type: "dfxtp_1"
  postSynthSeqShare: 0.828
  top_cell_area_share: 0.828
  synth_flops: 9
  synth-edff-count: 0
  ys_cells: 15
  synth.avg_cell_area_um2: 14.5
  synth.area.top_cells: "dfxtp_1 83%, nand4_1 5.7%, nor4_1 5.7%"
  syn_inst: 15
  yosys_warnings: 1
cts:
  clk_transition_reported_paths_ns: 0.06
  cts_sinks: 9
  cts_tree: "built"
  hold_buffers: 0
  root_buffer: "clkbuf_4"
  htreeDepth: 1
  cts_buffers: 3
  clk_latency_ns: 0.25
  cts_buffer_depth: 2
die:
  core_region_area_mm2: 0.00342
  die-height_um: 80
  fp-row-count: 21
  fp_util: 0.0637
  die-width_um: 80
  die_area_mm2: 0.00640
  pin_count: 3
sta:
  tns_ns: 0
  relSlewSlack: 0.752
  period_minus_slack_ns: 1.35
  clock.fmax_mhz: 743
  report.final.setup_viol: 0
  finalMaxSlewViolations: 0
  hold_violations: 0
  whs_ns: 0.366
  worstMarginPinSlew_ns: 0.368
  finalClockPeriodUsage: 0.961
  skew_ns: 0.00687
  grt_setup_unrepaired: "no"
job:
  warning_count: 25
  maxCapViolCount: 0
pwr:
  power_switching_w: 0.0000937
  swShare: 0.192
  power.total_w: 0.000489
  ir_drop_uv: 795
  powerDensity_mw_per_mm2: 1520
  p_int_w: 0.000396
  pwr-share-clk: 0.385
  comb_power_share: 0.035
  sequentialPowerShare: 0.580
  p_leak_nw: 0.104
global_route:
  overflow: 0
  grt_pass1_wl_um: 683
  grt_max_degree: 6
  grt_pass1_vias: 154
  antenna_found_initial: 0
  grt.total_usage: 0.0144
routing:
  totalWireLength_um: 376
  n_antenna_cell: 0
  viasPerCell: 1.97
  first_iter_violations: 0
  drt_first_pass_iters: 1
  drc: 0
  dr_total_vias: 132
  ant_nets: 0
  avgRoutedWirePerCell_um: 5.61
worst_hold_path:
  hold_class: "flip-flop to flip-flop"
place:
  post-dp-hpwl_um: 245
  place_inst: 63
  io_buffers: 2
  routabilityCongestion: 0.585
-- power by group through the flow --
| stage | sequential (W) | combinational [W] | clock [W] |
|---|---|---|---|
| finish | 0.000284 | 0.0000170 | 0.000188 |
| global route | 0.000286 | 0.0000185 | 0.000221 |
| CTS | 0.000283 | 0.0000171 | 0.000197 |
-- how the worst min path moves through the flow --
stage     cells after the start                   to           startpoint  slack [ns]
4_1_cts                       0  debounce_shifter[5]  debounce_shifter[4]        0.37
6_report                      0  debounce_shifter[5]  debounce_shifter[4]        0.37
5_1_grt                       0  debounce_shifter[5]  debounce_shifter[4]        0.38
-- state kept, by name, indices dropped and copies added, names as in the netlist --
signal	cells
debounce_shifter	8
debounced_output	1
-- stage by stage --
stage	instance area, um^2	worst slack [ns]	util
after floorplan	218	0.647	-
after global placement	295	0.309	0.0864
after detailed placement	295	0.305	0.0864
after CTS	322	0.0194	0.0941
after global routing	323	0.00321	0.0945
final	323	0.0543	0.0945
-- placed cells by master, fill, tap and decap left out, drive strengths merged --
master,instances
nor4,2
nor2,1
dfxtp,9
clkbuf,4
a2bb2oi,1
clkdlybuf4s50,2
nand4,2
-- cells by family after synthesis --
logic type	count (synthesis)	synth area share
compound gates	1	0.0402
flops	9	0.828
simple gates	5	0.132
-- repair_timing --
item,in CTS,in global routing
resized,0,1
setup endpoints to repair,0,1
buffers inserted,0,0
-- layout make-up --
cell class,instances,share of cell area
Sequential cell,9,0.562
Tap cell,46,0.178
Multi-Input combinational cell,6,0.116
Clock buffer,4,0.0814
Timing Repair Buffer,2,0.0620
-- routing by layer --
| layer | GRT usage | share of wire |
|---|---|---|
| met1 | 0.0168 | 0.54 |
| met2 | 0.0185 | 0.33 |
| met3 | 0.0159 | 0.13 |
| met4 | 0 | 0 |
| met5 | 0 | 0 |
Power is estimated from default activity; no workload was simulated.
