## design/flow/run.sh

```bash
#!/bin/bash
# OpenROAD 26Q1-2900-gdf79404cd8, Yosys 0.63+post, stock flow scripts
make -C /OpenROAD-flow-scripts/flow DESIGN_CONFIG=/design/flow/config.mk WORK_HOME=/design/flow/orfs finish
```

## design/flow/config.mk

```make
export PLATFORM = sky130hd
export DESIGN_NAME = helix_4_top_level
export DESIGN_NICKNAME = helix_4_top_level
export VERILOG_FILES = /design/flow/design.v
export SDC_FILE = /design/flow/constraint.sdc
export NUM_CORES = 4
export LEC_CHECK = 1
export CORE_AREA = 10 10 90 90
export DIE_AREA = 0 0 100 100
```

## design/flow/constraint.sdc

```tcl
current_design helix_4_top_level

set clk_period 5.8
set clk_io_pct 0.2

create_clock -name clk0 -period $clk_period [get_ports {local_osc}]

set non_clock_inputs [all_inputs -no_clocks]
set_input_delay [expr $clk_period * $clk_io_pct] -clock clk0 $non_clock_inputs
set_output_delay [expr $clk_period * $clk_io_pct] -clock clk0 [all_outputs]
```

## design/flow/design.v

```verilog
module helix_4_top_level (
	inout 	logic [43:0] 	gpio,  	
	inout 	logic 			ncso, 
	inout 	logic 			sda, 
	inout 	logic 			scl, 
	input 	logic  			clkin_right, 		
	input 	logic  			local_osc, 
	input 	logic 			clkin_left_p, 	
	input 	logic 	 		clkin_left_n, 	
	output	logic [17:0]	sram_addr,
	output	logic 			sram_ce,
	inout 	logic [15:0]	sram_dq,
	output	logic          sram_lb,
	output	logic          sram_oe,
	output	logic          sram_ub,
	output	logic          sram_we,
	output 	logic [12:0] 	dram_addr,
	output 	logic [1:0]    dram_ba,
	output 	logic          dram_cas_n,
	output 	logic          dram_cke,
	inout  	logic      		dram_clk_n,
	inout  	logic        	dram_clk,
	output 	logic          dram_cs_n,
	output 	logic [1:0]    dram_dm,
	inout  	logic [15:0]   dram_dq,
	inout  	logic [1:0]    dram_dqs,
	output 	logic          dram_odt,
	output 	logic          dram_ras_n,
	output 	logic          dram_we_n
);
	logic reset_n;
	reset_gen reset_controller
	(
		.clk( local_osc ),			 
		.rst_async_n( 1'b1 ),		 
		.rst_sync_n( reset_n )		 
	);
	logic [24:0] counter;
	logic data0;
	always_ff @( posedge local_osc )
	begin	
		if ( reset_n == 0 )
		begin
			counter <= 0;
		end
		else
		begin
			counter = counter + 1;
		end
	end		
	assign gpio[8] = counter[24]; 	
endmodule  
module reset_gen 
( 
	output 	logic 	rst_sync_n, 
	input 	logic 	clk, 
	input 	logic 	rst_async_n
);
	logic rst_s1;
	logic rst_s2;
	always_ff @ ( posedge clk, negedge rst_async_n )
	begin
		if ( ~rst_async_n ) 
		begin 
			rst_s1 <= 1'b0;
			rst_s2 <= 1'b0;
		end 
		else 
		begin
			rst_s1 <= 1'b1;
			rst_s2 <= rst_s1;
		end 
	end
	assign rst_sync_n = rst_s2; 
endmodule 	
```

==> results.json <==
{
  "lastStage": "clock tree synthesis (4_1_cts)",
  "post-place-cells": 208,
  "cts_made_buffers": 3,
  "status": "aborted with a tool error",
  "clock_path_buffers": 2,
  "rows": 29,
  "ys.flops": 25,
  "synth_top_cell_by_area": "dfxtp_1",
  "synthAdderAreaFrac": 0.00941,
  "yosys.cell_types.count": 17,
  "fp_util": 0.212,
  "numPortBuffers": 0,
  "cts_setup_buffers": 0,
  "ctsRootBufferMaster": "clkbuf_8",
  "synth.area.mux_share": 0,
  "place_ws_ns": 4.23,
  "yosys_warnings": 48,
  "synth-edff-count": 0,
  "die_w_um": 100,
  "fp.dieH_um": 100,
  "yosys-top-cells-area": "dfxtp_1 (38%), buf_4 (26%), xnor2_1 (9.9%)",
  "ctsResizeCount": 0,
  "ys_async_sr_fraction": 0,
  "cts_htree_levels": 1,
  "avgSynthCellArea_um2": 10.1,
  "error": "[error] [KeplerFormal.cpp:679] Workflow failed: Iso has multiple drivers: .gpio8, gpio[8]$_DFF_P_.Q0",
  "synthAoiAreaFrac": 0,
  "hpwl_um": 1480,
  "ys_cells": 132,
  "xor_share": 0.151,
  "topCombFamilyByArea": "buffers and inverters",
  "ff_type": "dfxtp_1",
  "synthCells": 132,
  "num_io_pins": 133,
  "top_cell": "buf_4",
  "clock_sinks": 25,
  "untimed_endpoints": 82,
  "top_area_frac": 0.376,
  "synthSimpleGateAreaFrac": 0.195,
  "syn_area_um2": 1330,
  "synth_seq_share": 0.376,
  "gp_congestion": 0.691,
  "ys_area_um2": 1330,
  "top_cells_by_count": "buf_4 (46), dfxtp_1 (25), xnor2_1 (15)",
  "postCtsHoldBufs": 0
}
[cell families after synthesis]
| kind of cell | after synthesis |
|---|---|
| xor+xnor | 23 |
| flops | 25 |
| other cells | 1 |
| buf+inv | 48 |
| fa+ha+maj | 1 |
| simple gates | 34 |
[through the flow]
stage,area (um^2),hold slack [ns]
3_3_place_gp,1250,0.399
3_5_place_dp,1250,0.402
2_1_floorplan,1500,0.383
